==> design.v <==
module LCDTest(clk, rst, button, EN, RS, RW, DB);
	input clk, rst;
	input button;
	output EN, RS, RW;
	output [7:0]DB;
	reg EN, RS, RW;
	reg [6:0]LCDStep;
	reg [7:0]DB;
	reg [10:0]nextLCD;
	reg [15:0]LCDCounter;
	reg [7:0]LCDData[31:0];
	integer i;
	always@(posedge clk)
	begin
		if(!rst)
		begin
			LCDStep = 7'd34;
			nextLCD = 11'd0;
			LCDCounter = 16'd0;
			{EN, RS, RW, DB} = 11'd0;
			for(i = 0; i < 32; i = i + 1)
				LCDData[i] = 8'b00110001;
		end
		else
		begin
			LCDData[00] = (button) ? 8'b00000000 : 8'b00000001;
			LCDData[01] = (button) ? 8'b00110010 : 8'b00110001;
			LCDData[02] = (button) ? 8'b00110001 : 8'b00110001;
			LCDData[03] = (button) ? 8'b00110010 : 8'b00110001;
			LCDData[04] = (button) ? 8'b00110001 : 8'b00110001;
			LCDData[05] = (button) ? 8'b00110010 : 8'b00110001;
			LCDData[06] = (button) ? 8'b00110001 : 8'b00110001;
			LCDData[07] = (button) ? 8'b00110010 : 8'b00110001;
			LCDData[08] = (button) ? 8'b00110001 : 8'b00110001;
			LCDData[09] = (button) ? 8'b00110010 : 8'b00110001;
			LCDData[10] = (button) ? 8'b00110001 : 8'b00110001;
			LCDData[11] = (button) ? 8'b00110010 : 8'b00110001;
			LCDData[12] = (button) ? 8'b00110001 : 8'b00110001;
			LCDData[13] = (button) ? 8'b00110010 : 8'b00110001;
			LCDData[14] = (button) ? 8'b00110001 : 8'b00110001;
			LCDData[15] = (button) ? 8'b00110010 : 8'b00110001;
			LCDData[16] = (button) ? 8'b00110001 : 8'b00110001;
			LCDData[17] = (button) ? 8'b00110010 : 8'b00110001;
			LCDData[18] = (button) ? 8'b00110001 : 8'b00110001;
			LCDData[19] = (button) ? 8'b00110010 : 8'b00110001;
			LCDData[20] = (button) ? 8'b00110001 : 8'b00110001;
			LCDData[21] = (button) ? 8'b00110010 : 8'b00110001;
			LCDData[22] = (button) ? 8'b00110001 : 8'b00110001;
			LCDData[23] = (button) ? 8'b00110010 : 8'b00110001;
			LCDData[24] = (button) ? 8'b00110001 : 8'b00110001;
			LCDData[25] = (button) ? 8'b00110010 : 8'b00110001;
			LCDData[26] = (button) ? 8'b00110001 : 8'b00110001;
			LCDData[27] = (button) ? 8'b00110010 : 8'b00110001;
			LCDData[28] = (button) ? 8'b00110001 : 8'b00110001;
			LCDData[29] = (button) ? 8'b00110010 : 8'b00110001;
			LCDData[30] = (button) ? 8'b00110001 : 8'b00110001;
			LCDData[31] = (button) ? 8'b00110010 : 8'b00110001;
			if(LCDCounter == 50000)
			begin
				LCDCounter = 16'd0;
				LCDStep = (LCDStep == 7'd99) ? 7'd0 :
				          (LCDStep == 7'd33) ? 7'd0 :
							                      LCDStep + 1'd1;
				{EN, RS, RW, DB} = 11'd0;
			end
			else
			begin
				LCDCounter = LCDCounter + 1'd1;
				{EN, RS, RW, DB} = nextLCD;
			end
			case(LCDStep)
			7'd00 : nextLCD = {3'b1_1_0, LCDData[00]};
			7'd01 : nextLCD = {3'b1_1_0, LCDData[01]};
			7'd02 : nextLCD = {3'b1_1_0, LCDData[02]};
			7'd03 : nextLCD = {3'b1_1_0, LCDData[03]};
			7'd04 : nextLCD = {3'b1_1_0, LCDData[04]};
			7'd05 : nextLCD = {3'b1_1_0, LCDData[05]};
			7'd06 : nextLCD = {3'b1_1_0, LCDData[06]};
			7'd07 : nextLCD = {3'b1_1_0, LCDData[07]};
			7'd08 : nextLCD = {3'b1_1_0, LCDData[08]};
			7'd09 : nextLCD = {3'b1_1_0, LCDData[09]};
			7'd10 : nextLCD = {3'b1_1_0, LCDData[10]};
			7'd11 : nextLCD = {3'b1_1_0, LCDData[11]};
			7'd12 : nextLCD = {3'b1_1_0, LCDData[12]};
			7'd13 : nextLCD = {3'b1_1_0, LCDData[13]};
			7'd14 : nextLCD = {3'b1_1_0, LCDData[14]};
			7'd15 : nextLCD = {3'b1_1_0, LCDData[15]};
			7'd16 : nextLCD = 11'b1_0_0_11000000;
			7'd17 : nextLCD = {3'b1_1_0, LCDData[16]};
			7'd18 : nextLCD = {3'b1_1_0, LCDData[17]};
			7'd19 : nextLCD = {3'b1_1_0, LCDData[18]};
			7'd20 : nextLCD = {3'b1_1_0, LCDData[19]};
			7'd21 : nextLCD = {3'b1_1_0, LCDData[20]};
			7'd22 : nextLCD = {3'b1_1_0, LCDData[21]};
			7'd23 : nextLCD = {3'b1_1_0, LCDData[22]};
			7'd24 : nextLCD = {3'b1_1_0, LCDData[23]};
			7'd25 : nextLCD = {3'b1_1_0, LCDData[24]};
			7'd26 : nextLCD = {3'b1_1_0, LCDData[25]};
			7'd27 : nextLCD = {3'b1_1_0, LCDData[26]};
			7'd28 : nextLCD = {3'b1_1_0, LCDData[27]};
			7'd29 : nextLCD = {3'b1_1_0, LCDData[28]};
			7'd30 : nextLCD = {3'b1_1_0, LCDData[29]};
			7'd31 : nextLCD = {3'b1_1_0, LCDData[30]};
			7'd32 : nextLCD = {3'b1_1_0, LCDData[31]};
			7'd33 : nextLCD = 11'b1_0_0_10000000;
			7'd34 : nextLCD = 11'b0_0_0_00000000;
			7'd35 : nextLCD = 11'b1_0_0_00000000; 
			7'd75 : nextLCD = 11'b1_0_0_00111000; 
			7'd76 : nextLCD = 11'b1_0_0_00111000; 
			7'd77 : nextLCD = 11'b1_0_0_00001110; 
			7'd78 : nextLCD = 11'b1_0_0_00000001; 
			7'd80 : nextLCD = 11'b1_0_0_00000110; 
			7'd81 : nextLCD = 11'b1_0_0_01000000;
			7'd82 : nextLCD = 11'b1_1_0_00010000;
			7'd83 : nextLCD = 11'b1_1_0_00001000;
			7'd84 : nextLCD = 11'b1_1_0_00000100;
			7'd85 : nextLCD = 11'b1_1_0_00000010;
			7'd86 : nextLCD = 11'b1_1_0_00000001;
			7'd87 : nextLCD = 11'b1_1_0_00000010;
			7'd88 : nextLCD = 11'b1_1_0_00000100;
			7'd89 : nextLCD = 11'b1_1_0_00001000;
			7'd90 : nextLCD = 11'b1_0_0_01001000;
			7'd91 : nextLCD = 11'b1_1_0_00001111;
			7'd92 : nextLCD = 11'b1_1_0_00010111;
			7'd93 : nextLCD = 11'b1_1_0_00011011;
			7'd94 : nextLCD = 11'b1_1_0_00011101;
			7'd95 : nextLCD = 11'b1_1_0_00011110;
			7'd96 : nextLCD = 11'b1_1_0_00011101;
			7'd97 : nextLCD = 11'b1_1_0_00011011;
			7'd98 : nextLCD = 11'b1_1_0_00010111;
			7'd99 : nextLCD = 11'b1_0_0_10000000;
			default : nextLCD = 11'b0;
			endcase
		end
	end
endmodule 
==> run.sh <==
#!/bin/bash
# OpenROAD 26Q1-2900-gdf79404cd8, Yosys 0.63+post, stock flow scripts
make -C /OpenROAD-flow-scripts/flow DESIGN_CONFIG=/design/flow/config.mk WORK_HOME=/design/flow/orfs finish
==> config.mk <==
export PLATFORM = sky130hd
export DESIGN_NAME = LCDTest
export DESIGN_NICKNAME = LCDTest
export VERILOG_FILES = /design/flow/design.v
export SDC_FILE = /design/flow/constraint.sdc
export NUM_CORES = 4
export LEC_CHECK = 1
export CORE_UTILIZATION = 50
==> constraint.sdc <==
current_design LCDTest

set clk_period 3.7
set clk_io_pct 0.2

create_clock -name clk0 -period $clk_period [get_ports {clk}]

set non_clock_inputs [all_inputs -no_clocks]
set_input_delay [expr $clk_period * $clk_io_pct] -clock clk0 $non_clock_inputs
set_output_delay [expr $clk_period * $clk_io_pct] -clock clk0 [all_outputs]
==> results.yml <==
# synthesis and place-and-route metrics
clocking:
  post_cts_buffers: 0
  cts_root_buf: "clkbuf_8"
  cts_max_path_buffers: 2
  cts.sinks: 43
  h-tree-depth: 2
  cts_resized: 0
  ctsHoldBuffers: 0
  clock_latency_ns: 0.29
  cts_tree: "done"
  clk_pin_slew_ns: 0.08
  numCtsBuffers: 5
power:
  internal_power_mw: 0.603
  swShare_pct: 21.6
  p_per_area_nw_per_um2: 283
  combPwrFrac_pct: 2.2
  switchingPower_mw: 0.166
  pwr-share-clk_pct: 36.9
  p_leak_nw: 1.05
  p_seq_share_pct: 60.9
  peakVddDrop_v: 0.000178
global_routing:
  grt_first_pass_wirelength_mm: 9.09
  overflow: 0
  grt_pass1_vias: 1943
  grt_antenna_before_repair: 0
  grt_usage_pct: 22.3
  grt_max_degree: 22
routing:
  wire_per_inst_um: 14.6
  firstDrtPassIters: 4
  drc: 0
  final_antenna_net_count: 0
  vias_per_cell: 5.78
  wirelength_mm: 5.55
  drtIter0Drc: 152
  num_vias: 2195
  diodes: 0
setup_path:
  cp.arrival_ns: 3.46
  path_max_fanout: 16
  cp-start-kind: "register"
  max_stage_delay_ns: 0.65
  path_class: "register to register"
  end_kind: "register"
  path_buffers: 0
  crit_path_frequent_cell: "nor2_1"
  crit_chain: "ha_1 > and4b_1 > nand4_1 > nor2_1 > xnor2_1 > nor2_1 > a21oi_1 > o22ai_1 > o41a_1"
  path_delay_family: "simple AND/OR/NAND/NOR gates"
  slowest_stage: "dfxtp_1"
  worstPathRequired_ns: 3.87
run_status:
  outcome: "completed"
synth:
  ys_cells: 309
  ys_seq_share_pct: 34.4
  edf_count: 0
  yosys_warnings: 2
  syn_area_um2: 2500
  postSynthAreaPerCell_um2: 8.09
  synth_cell_types: 59
  syn-instance-count: 309
  synthArstFlopShare_pct: 0
  topCellsByArea: "dfxtp_1 34%, nor2_1 6.9%, and3_1 4.0%"
  yosys.area.top_type: "dfxtp_1"
  synthDominantCellAreaShare_pct: 34.4
  yosys_most_used_dff: "dfxtp_1"
  ys_area_um2: 2500
  ys_ff: 43
floorplan:
  dieArea_um2: 5290
  rows: 25
  pin_count: 14
  die_h_um: 72.7
  core-area_um2: 4750
  fp_util_pct: 52.6
  die_w_um: 72.7
final_timing:
  finalSetupViolCount: 0
  maxSlewViolCount: 0
  fmax_ghz: 0.304
  finalClockSkew_ns: 0.00505
  worstMarginPinSlew_ns: 0.724
  post-route-min-period_ns: 3.29
  fin_crit_sh_pct: 89.0
  hold_viol: 0
  rsz0062_at_grt: "no"
  setup_tns_ns: 0
  whs_ns: 0.464
  slew_headroom_pct: 51.6
min_path:
  hold_class: "register to register"
job:
  maxCapViolations: 0
  warning_count: 29
finish:
  syn2layout_area_growth_pct: 8.65
  fillers: 448
  layout-drive-gt1-share_pct: 6.71
place:
  dp_hpwl_mm: 4.08
  port_buffers: 12
  place_congestion: 0.964
-- worst register-to-register path: cells and delay by family (launching register included) --
kind	cells	cell delay, ns
AOI/OAI and AO/OA	3	0.76
xor gates and xnor gates	1	0.30
adders and majority gates	1	0.50
DFF	1	0.65
and+or+nand+nor	4	0.97
-- cells by family after synthesis --
kind of cell | synth area share [%]
other | 0.150
adder cells (fa/ha/maj) | 2.00
AND/OR/NAND/NOR | 31.1
XOR/XNOR | 5.95
flip-flops | 34.4
buffers and inverters | 4.55
AND-OR/OR-AND | 18.3
multiplexers | 3.55
-- power by group through the flow --
stage	registers (mW)	clock network (mW)	logic, mW
finish	0.468	0.283	0.0169
global route	0.469	0.310	0.0193
CTS	0.468	0.293	0.0174
-- worst paths after layout --
path	start	endpoint	slack (ns)	cells past startpoint
min reg2reg	LCDCounter[0]	LCDCounter[0]	0.46	1
min	LCDCounter[0]	LCDCounter[0]	0.46	1
max reg2reg	LCDStep[0]	nextLCD[10]	0.41	9
max	LCDStep[0]	nextLCD[10]	0.41	9
-- cell usage after synthesis, types with 5 or more instances --
cell	number
nor3_1	11
xor2_1	9
xnor2_1	8
dfxtp_1	43
o22ai_1	6
nand3b_1	5
nand2_1	22
nand3_1	15
a21oi_1	11
a211oi_1	5
clkbuf_1	9
and3_1	16
o21ai_0	14
inv_1	6
nor2_1	46
-- through the flow --
step | area, um2 | std cells | utilization [%] | power (mW) | worst slack, ns
after detailed placement | 2630 | 372 | 55.4 | 0.497 | 0.524
after CTS | 2720 | 380 | 57.2 | 0.779 | 0.477
after floorplan | 2500 | 309 | - | 0.490 | 1.06
after global placement | 2630 | 372 | 55.4 | 0.496 | 0.566
final | 2720 | 380 | 57.2 | 0.768 | 0.406
after global routing | 2720 | 380 | 57.2 | 0.798 | 0.105
-- area by class of cell --
class	count	area, um2	share of cell area, %
repair buffers	14	135	4.97
well taps	67	83.8	3.08
clock inverters	2	12.5	0.460
inverters	7	26.3	0.967
clock buffers	6	72.6	2.67
multi-input cells	241	1530	56.2
flip-flops and latches	43	861	31.7
-- layer usage --
layer | vias to the layer above | track usage, % | routed length [um]
li1 | 1121 | - | -
met1 | 995 | 32.5 | 2660
met2 | 66 | 36.0 | 2540
met3 | 13 | 2.80 | 227
met4 | 0 | 5.45 | 114
met5 | - | 0 | 0
-- registers in the layout (all words and copies together) (netlist names) --
name,count
LCDStep,7
nextLCD,10
LCDCounter,16
EN,1
RS,1
DB,8
-- placed cells by master, fill, tap and decap left out, drive strengths merged, types with 8 or more instances in the layout --
cell type,count
nand2,22
and3,17
xor2,9
xnor2,8
a21oi,12
nor2,46
nand3,15
nor3,12
o21ai,15
clkdlybuf4s50,12
dfxtp,43
Power and IR drop assume default switching activity.
