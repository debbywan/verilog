## flow/design.v

```verilog
module lcd(clk, rst, LCMData, LCMEN, LCMRS, LCMRW, keypadRow, keypadCol);
	input clk, rst;
	input [3:0]keypadCol;
	output [2:0]keypadRow;
	output LCMEN, LCMRS, LCMRW;
	output [7:0]LCMData;
	reg [2:0]keypadRow;
	reg [7:0]keypadBuf1;
	reg [7:0]keypadBuf2;
	reg [7:0]keypadBuf3;
	reg [7:0]keypadBuf4;
	reg [7:0]keypadBuf5;
	reg [7:0]keypadBuf6;
	reg [7:0]keypadBuf7;
	reg [7:0]keypadBuf8;
	reg [7:0]keypadBuf9;
	reg [24:0]keypadDelay;
	reg LCMEN, LCMRS, LCMRW;
	reg [5:0]LCDStep;
	reg [7:0]LCMData, displayData;
	reg [10:0]LCD_DATA_state, n_LCD_DATA;
	reg [15:0]LCDDelay;
	always@(posedge clk)
	begin
		if(!rst)
		begin
			keypadRow = 3'b110;
			keypadBuf1 = 8'b00000000;
			keypadBuf2 = 8'b00000000;
			keypadBuf3 = 8'b00000000;
			keypadBuf4 = 8'b00000000;
			keypadBuf5 = 8'b00000000;
			keypadBuf6 = 8'b00000000;
			keypadBuf7 = 8'b00000000;
			keypadBuf8 = 8'b00000000;
			keypadBuf9 = 8'b00000000;
			keypadDelay = 25'd0;
			displayData = 8'b00110000;
			LCDStep = 6'd0;
			LCDDelay = 16'd0;
			n_LCD_DATA = 11'd0;
			LCD_DATA_state = 11'd0;
			{LCMEN, LCMRS, LCMRW, LCMData} = 11'd0;
		end
		else
		begin
			if(keypadDelay == 25'b0001000000000000000000000)
			begin
				keypadDelay = 25'd0;
				keypadBuf9=keypadBuf8;
				keypadBuf8=keypadBuf7;
				keypadBuf7=keypadBuf6;
				keypadBuf6=keypadBuf5;
				keypadBuf5=keypadBuf4;
				keypadBuf4=keypadBuf3;
				keypadBuf3=keypadBuf2;
				keypadBuf2=keypadBuf1;
				case({keypadRow, keypadCol})
				7'b110_1110 : keypadBuf1 = 8'd1+8'b00110000;
				7'b110_1101 : keypadBuf1 = 8'd2+8'b00110000;
				7'b110_1011 : keypadBuf1 = 8'd3+8'b00110000;
				7'b110_0111 : keypadBuf1 = 8'd10+8'b00110000;
				7'b101_1110 : keypadBuf1 = 8'd4+8'b00110000;
				7'b101_1101 : keypadBuf1 = 8'd5+8'b00110000;
				7'b101_1011 : keypadBuf1 = 8'd6+8'b00110000;
				7'b101_0111 : keypadBuf1 = 8'd11+8'b00110000;
				7'b011_1110 : keypadBuf1 = 8'd7+8'b00110000;
				7'b011_1101 : keypadBuf1 = 8'd8+8'b00110000;
				7'b011_1011 : keypadBuf1 = 8'd9+8'b00110000;
				7'b011_0111 : keypadBuf1 = 8'd0+8'b00110000;
				default     : 	begin
										keypadBuf1=keypadBuf2;
										keypadBuf2=keypadBuf3;
										keypadBuf3=keypadBuf4;
										keypadBuf4=keypadBuf5;
										keypadBuf5=keypadBuf6;
										keypadBuf6=keypadBuf7;
										keypadBuf7=keypadBuf8;
										keypadBuf8=keypadBuf9;
									end
				endcase
				case(keypadRow)
				3'b110 : keypadRow = 3'b101;
				3'b101 : keypadRow = 3'b011;
				3'b011 : keypadRow = 3'b110;
				default: keypadRow = 3'b110;
				endcase
			end
			else
				keypadDelay = keypadDelay + 1'b1;
			if(LCDStep == 6'd40)
			begin
				LCDStep = 6'd0;
			end
			else if(LCDDelay == 25000)
			begin
				LCDDelay = 16'd0;
				LCDStep = (LCDStep == 6'd40) ? LCDStep : LCDStep + 1'd1;
				LCD_DATA_state = 11'd0;
			end
			else
			begin
				LCDDelay = LCDDelay + 1'd1;
				LCD_DATA_state = n_LCD_DATA;
			end
		end
		case(LCDStep)
		6'd0:n_LCD_DATA=11'b00000000000;
		6'd1:n_LCD_DATA=11'b10000111000; 
		6'd2:n_LCD_DATA=11'b10000001110; 
		6'd3:n_LCD_DATA=11'b10000000001; 
		6'd5:n_LCD_DATA=11'b10000000110; 
		6'd6:n_LCD_DATA=11'b10010000000;
		6'd7:n_LCD_DATA={3'b110, keypadBuf1};
		6'd8:n_LCD_DATA={3'b110, keypadBuf2};
		6'd9:n_LCD_DATA={3'b110, keypadBuf3};
		6'd10:n_LCD_DATA={3'b110, keypadBuf4};
		6'd11:n_LCD_DATA={3'b110, keypadBuf5};
		6'd12:n_LCD_DATA={3'b110, keypadBuf6};
		6'd13:n_LCD_DATA={3'b110, keypadBuf7};
		6'd14:n_LCD_DATA={3'b110, keypadBuf8};
		6'd15:n_LCD_DATA={3'b110, displayData};
		6'd16:n_LCD_DATA={3'b110, displayData};
		6'd17:n_LCD_DATA={3'b110, displayData};
		6'd18:n_LCD_DATA={3'b110, displayData};
		6'd19:n_LCD_DATA={3'b110, displayData};
		6'd20:n_LCD_DATA={3'b110, displayData};
		6'd21:n_LCD_DATA={3'b110, displayData};
		6'd22:n_LCD_DATA={3'b110, displayData};
		6'd23:n_LCD_DATA=11'b10011000000; 
		6'd24:n_LCD_DATA={3'b110, displayData};
		6'd25:n_LCD_DATA={3'b110, displayData};
		6'd26:n_LCD_DATA={3'b110, displayData};
		6'd27:n_LCD_DATA={3'b110, displayData};
		6'd28:n_LCD_DATA={3'b110, displayData};
		6'd29:n_LCD_DATA={3'b110, displayData};
		6'd30:n_LCD_DATA={3'b110, displayData};
		6'd31:n_LCD_DATA={3'b110, displayData};
		6'd32:n_LCD_DATA={3'b110, displayData};
		6'd33:n_LCD_DATA={3'b110, displayData};
		6'd34:n_LCD_DATA={3'b110, displayData};
		6'd35:n_LCD_DATA={3'b110, displayData};
		6'd36:n_LCD_DATA={3'b110, displayData};
		6'd37:n_LCD_DATA={3'b110, displayData};
		6'd38:n_LCD_DATA={3'b110, displayData};
		6'd39:n_LCD_DATA={3'b110, displayData};
		6'd40:n_LCD_DATA=11'b10000000010;
		default:n_LCD_DATA=11'd0;
		endcase
		{LCMEN, LCMRS, LCMRW, LCMData} = LCD_DATA_state;
	end
endmodule 
```

## flow/run.sh

```bash
#!/bin/bash
# OpenROAD 26Q1-2900-gdf79404cd8, Yosys 0.63+post, stock flow scripts
make -C /OpenROAD-flow-scripts/flow DESIGN_CONFIG=/design/flow/config.mk WORK_HOME=/design/flow/orfs finish
```

## flow/config.mk

```make
export PLATFORM = sky130hd
export DESIGN_NAME = lcd
export DESIGN_NICKNAME = lcd
export VERILOG_FILES = /design/flow/design.v
export SDC_FILE = /design/flow/constraint.sdc
export NUM_CORES = 4
export LEC_CHECK = 1
export CORE_UTILIZATION = 30
```

## flow/constraint.sdc

```tcl
current_design lcd

set clk_period 5.8
set clk_io_pct 0.2

create_clock -name clk0 -period $clk_period [get_ports {clk}]

set non_clock_inputs [all_inputs -no_clocks]
set_input_delay [expr $clk_period * $clk_io_pct] -clock clk0 $non_clock_inputs
set_output_delay [expr $clk_period * $clk_io_pct] -clock clk0 [all_outputs]
```

==> results.py <==
# Metrics from the implementation run
metrics = {
    "status": {
        "status": "completed",
    },
    "placement": {
        "place_congestion": 0.889,
        "place_hpwl_mm": 11.7,
        "placed_cells": 1152,
        "dpl_cell_area_mm2": 0.00752,
        "dpl_worst_slack_ps": 1050,
        "port_buffers": 18,
    },
    "critical_path": {
        "r2r_cells": 8,
        "critPathArrivalTime_ps": 4700,
        "rrSetupSlack_ps": 1960,
        "r2r_end": "n_LCD_DATA[7]",
        "cp-endpoint": "n_LCD_DATA[0]",
        "critical_path.max_stage_delay_ps": 710,
        "crit_start": "keypadCol[1]",
        "cp-end-kind": "flip-flop",
        "path_class": "input pin to flip-flop",
        "cp.depth": 10,
        "r2r-start": "LCDDelay[2]",
        "crit_slowest_cell": "clkdlybuf4s50_1",
        "worstPathRequired_ps": 6100,
        "crit_chain": "clkdlybuf4s50_1 -> or4bb_1 -> a21oi_1 -> o31ai_1 -> a31oi_4 -> buf_4 -> mux2i_1 -> o22ai_1 -> a2111oi_0 -> nand2_1",
        "path_buffers": 2,
        "cp_max_fo": 49,
        "critPathTopFamily": "AND-OR/OR-AND gates",
        "worstSetupStartpointType": "input pin",
    },
    "floorplanning": {
        "die_w_um": 156,
        "num_rows": 55,
        "initCoreUtil": 0.310,
        "core-area_mm2": 0.0229,
        "chipArea_mm2": 0.0243,
        "io_pins": 20,
        "dieHeight_um": 156,
    },
    "power": {
        "power_mw": 2.18,
        "irDropWorstVdd_uv": 177,
        "powerDensity_mw_per_mm2": 268,
        "p_leak_nw": 2.76,
    },
    "run": {
        "warning_count": 28,
        "drv_cap": 0,
    },
    "grt": {
        "grtUsageTotal": 0.148,
        "grt_pass1_wl_mm": 28.6,
        "grt_pass1_vias": 5467,
        "grt_overflow": 0,
        "grt_max_degree": 71,
        "antenna_found_initial": 0,
    },
    "cts": {
        "cts_resized": 0,
        "cts_setup_buffers": 0,
        "clockBufferDepth": 2,
        "clkSinkCount": 142,
        "cts_tree": "yes",
        "clockRootBuffer": "clkbuf_16",
        "clkTransAtPathRegs_ps": 70,
        "hold_buffers": 0,
        "htreeDepth": 4,
        "tritoncts.num_buffers": 17,
        "clkLatencyLatePin_ps": 420,
    },
    "detailed_routing": {
        "wirelength_mm": 17.2,
        "vias_per_cell": 5.14,
        "antennaDiodeCount": 0,
        "drt_iter0_drc": 403,
        "post_drt_wl_per_cell_um": 14.5,
        "via_count": 6080,
        "drc": 0,
        "ant_nets": 0,
        "drtPass1Iterations": 5,
    },
    "timing": {
        "slew-limit-headroom": 0.438,
        "worstMarginPinSlew_ps": 836,
        "slew_viol_final": 0,
        "period_minus_slack_ps": 4400,
        "finClkSkew_ps": 13.4,
        "whs_ps": 437,
        "rsz0062_at_grt": "no",
        "setup_viol": 0,
        "finalHoldViolCount": 0,
        "fmax_ghz": 0.227,
        "fin_tns_setup_ps": 0,
        "timing.final.crit_share": 0.759,
        "fin_ws_ps": 1400,
    },
    "cells_and_area": {
        "postLayoutCellArea_mm2": 0.00814,
        "logic_area_mm2": 0.00398,
        "area_delta_synth_final_pct": 14.7,
        "instances_no_fill": 1184,
        "num-fill-cells": 2347,
        "final_core_util": 0.355,
        "final_common_cell": "nand2_1",
        "lay_top_cells": "162 x nand2_1, 142 x dfxtp_1, 75 x nor2_1",
        "regArea_mm2": 0.00284,
        "drive_above_1_share": 0.0723,
    },
    "yosys": {
        "ys_cells": 865,
        "yosysChipArea_mm2": 0.00709,
        "synth_area_mm2": 0.00709,
        "synth.distinct_cells": 73,
        "ys_async_sr_fraction": 0,
        "synthCells": 865,
        "synth-edff-count": 0,
        "numSynthFlops": 142,
        "yosys_warnings": 1,
        "ys_seq_share": 0.401,
        "postSynthAreaPerCell_um2": 8.20,
        "yosys_most_used_dff": "dfxtp_1",
    },
    "min_path": {
        "hold_class": "flip-flop to flip-flop",
    },
}
## area by class of cell
| class | count | share of cell area |
|---|---|---|
| Clock buffer | 17 | 0.0523 |
| Clock inverter | 15 | 0.0232 |
| Inverter | 18 | 0.00831 |
| Multi-Input combinational cell | 652 | 0.489 |
| Sequential cell | 142 | 0.349 |
| Tap cell | 313 | 0.0481 |
| Timing Repair Buffer | 27 | 0.0298 |
## worst min path at each step
stage | from | endpoint | slack [ps] | depth (start not counted)
final | displayData[5] | displayData[5] | 440 | 2
after global routing | displayData[5] | displayData[5] | 450 | 2
after CTS | displayData[5] | displayData[5] | 440 | 2
## worst register-to-register path: cells and delay by family, from the launching register on
family             cells  cell delay (ps)
AOI/OAI and AO/OA      3             1100
and+or+nand+nor        5             2320
DFF                    1              360
## where the power goes
part / leakage (nW) / internal [mW] / total (mW) / switching (mW)
registers: 1.14 / 0.978 / 0.982 / 0.00418
logic: 1.31 / 0.0218 / 0.0527 / 0.0309
clock network: 0.302 / 0.658 / 1.14 / 0.483
total: 2.76 / 1.66 / 2.18 / 0.518
## cell usage after synthesis, types with 6 or more instances
| library cell | instances | area [µm²] |
|---|---|---|
| dfxtp_1 | 142 | 2840 |
| and3_1 | 14 | 87.6 |
| or3_1 | 8 | 50.1 |
| ha_1 | 6 | 75.1 |
| buf_2 | 7 | 35.0 |
| nand3_1 | 43 | 215 |
| o21ai_0 | 15 | 75.1 |
| clkbuf_1 | 40 | 150 |
| nor4_1 | 8 | 50.1 |
| xnor2_1 | 15 | 131 |
| xor2_1 | 29 | 254 |
| o22ai_1 | 7 | 43.8 |
| nand4_1 | 15 | 93.8 |
| a31oi_1 | 6 | 37.5 |
| nand2_1 | 162 | 608 |
| nor2b_1 | 23 | 144 |
| a21oi_1 | 25 | 125 |
| inv_1 | 18 | 67.6 |
| a21boi_0 | 52 | 390 |
| mux2i_1 | 22 | 220 |
| o211ai_1 | 7 | 52.6 |
| a211oi_1 | 8 | 60.1 |
| and2_1 | 13 | 81.3 |
| nor2_1 | 75 | 282 |
| a221oi_1 | 6 | 52.6 |
## sequential cells by signal, indices dropped and copies added, names as in the netlist
name            cells
keypadDelay        25
LCDDelay           16
n_LCD_DATA         10
LCD_DATA_state      9
displayData         8
keypadBuf1          8
keypadBuf2          8
keypadBuf3          8
keypadBuf4          8
keypadBuf5          8
keypadBuf6          8
keypadBuf7          8
keypadBuf8          8
LCDStep             6
keypadRow           3
LCMEN               1
## cells by family (layout without fill, tap and decap cells)
| kind of cell | after synthesis | after routing | share of synthesized area |
|---|---|---|---|
| AND-OR/OR-AND | 165 | 165 | 0.169 |
| XOR/XNOR | 44 | 44 | 0.0543 |
| adder cells (fa/ha/maj) | 6 | 6 | 0.0106 |
| buffers and inverters | 71 | 77 | 0.0409 |
| flip-flops | 142 | 142 | 0.401 |
| multiplexers | 25 | 25 | 0.0358 |
| other | 1 | 1 | 0.000529 |
| AND/OR/NAND/NOR | 411 | 411 | 0.288 |
## layer usage
layer,share of wire,vias to the layer above,wire length [µm],GRT usage
li1,-,3021,-,-
met1,0.48,2888,8260,0.221
met2,0.44,139,7610,0.223
met3,0.051,32,877,0.0294
met4,0.027,0,464,0.0364
met5,0,-,0,0
Power figures rest on the tool's default switching activity, not on a simulated workload.
