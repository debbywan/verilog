File: /design/flow/design.v
module sdram(clk, rst, CLK, CKE, nCE, nRAS, nCAS, nWE, DM, BA, A, D, 
             segmentSelect, segmentData);
	input clk, rst;
	inout [15:0]D;
	output CLK, CKE;
	output nCE, nRAS, nCAS, nWE;
	output [1:0]DM;
	output [1:0]BA;
	output [12:0]A;
	output [7:0]segmentData;
	output [5:0]segmentSelect;
	reg CKE;
	reg nCE, nRAS, nCAS, nWE;
	reg [1:0]DM;
	reg [1:0]BA;
	reg [12:0]A;
	reg [7:0]SDRAMControl;
	reg [15:0]SDRAMCounter;
	reg SDRAMWCommand; 
	reg SDRAMRCommand; 
	reg SDRAMWDone; 
	reg SDRAMRDone; 
	reg [2:0]SDRAMBank;
	reg [15:0]SDRAMDin; 
	reg [15:0]SDRAMDout;
	reg [21:0]SDRAMAddr;
	reg [24:0]segmentCounter;
	reg [5:0]segmentSelect;
	reg [7:0]segmentData;
	reg [7:0]D1, D2, D3, D4, D5, D6;
	parameter Disable     = 4'b0000;
	parameter NoOperation = 4'b0001;
	parameter Precharge   = 4'b0010;
	parameter Refresh     = 4'b0011;
	parameter LodeModeReg = 4'b0100;
	parameter Active      = 4'b0101;
	parameter Write       = 4'b0110;
	parameter Read        = 4'b0111;
	parameter Mode        = 13'b000_0_00_011_0_011;
	reg [9:0]cycleCount;
	always@(posedge clk)
	begin
		if(!rst)
		begin
			cycleCount = 10'd0;
			SDRAMWCommand = 1'b0;
			SDRAMRCommand = 1'b0;
			SDRAMBank = 4'b0;
			SDRAMAddr = 22'b0;
			SDRAMDin = 16'b0;
			segmentSelect = 6'b011111;
			segmentCounter = 25'd0;
			D1 = 8'b0;
			D2 = 8'b0;
			D3 = 8'b0;
			D4 = 8'b0;
		end
		else
		begin
			if((SDRAMRDone)||(SDRAMWDone)) cycleCount = (cycleCount == 20'd8) ? cycleCount : cycleCount + 1'b1;
			case(cycleCount)
			10'd0 :
			begin
				SDRAMWCommand = 1'd1;
				SDRAMRCommand = 1'd0;
				SDRAMBank = 4'd0;
				SDRAMAddr = 22'd1;
				SDRAMDin = 16'b00000000_11111000; 
			end
			10'd1 :
			begin
				SDRAMWCommand = 1'd0;
				SDRAMRCommand = 1'd1;
				SDRAMBank = 4'd0;
				SDRAMAddr = 22'd1;
				SDRAMDin = 16'd0;
			end
			10'd2 :
			begin
				SDRAMWCommand = 1'd1;
				SDRAMRCommand = 1'd0;
				SDRAMBank = 4'd1;
				SDRAMAddr = 22'd100;
				SDRAMDin = 16'b00000_10010010;  
			end
			10'd3 :
			begin
				SDRAMWCommand = 1'd0;
				SDRAMRCommand = 1'd1;
				SDRAMBank = 4'd1;
				SDRAMAddr = 22'd100;
				SDRAMDin = 16'd0;
			end
			10'd4 :
			begin
				SDRAMWCommand = 1'd1;
				SDRAMRCommand = 1'd0;
				SDRAMBank = 4'd2;
				SDRAMAddr = 22'd1000;
				SDRAMDin = 16'b00000_10100100; 
			end
			10'd5 :
			begin
				SDRAMWCommand = 1'd0;
				SDRAMRCommand = 1'd1;
				SDRAMBank = 4'd2;
				SDRAMAddr = 22'd1000;
				SDRAMDin = 16'd0;
			end
			10'd6 :
			begin
				SDRAMWCommand = 1'd1;
				SDRAMRCommand = 1'd0;
				SDRAMBank = 4'd3;
				SDRAMAddr = 22'd10000;
				SDRAMDin = 16'b00000_10010000; 
			end
			10'd7 :
			begin
				SDRAMWCommand = 1'd0;
				SDRAMRCommand = 1'd1;
				SDRAMBank = 4'd3;
				SDRAMAddr = 22'd10000;
				SDRAMDin = 16'd0;
			end
			default :
			begin
				SDRAMWCommand = 1'd0;
				SDRAMRCommand = 1'd0;
				SDRAMBank = 4'd0;
				SDRAMAddr = 22'd0;
				SDRAMDin = 16'd0;
			end
			endcase
			case(cycleCount)
			10'd1 : D1 = SDRAMDout[7:0];
			10'd3 : D2 = SDRAMDout[7:0];
			10'd5 : D3 = SDRAMDout[7:0];
			10'd7 : D4 = SDRAMDout[7:0];
			endcase
			if(segmentCounter == 25'b0000000100000000000000000)
			begin
				segmentCounter = 25'd0;
				case(segmentSelect)
				6'b011111 : segmentSelect = 6'b101111;
				6'b101111 : segmentSelect = 6'b110111;
				6'b110111 : segmentSelect = 6'b111011;
				6'b111011 : segmentSelect = 6'b111101;
				6'b111101 : segmentSelect = 6'b111110;
				6'b111110 : segmentSelect = 6'b011111;
				default   : segmentSelect = 6'b011111;
				endcase
				case(segmentSelect)
				6'b011111 : segmentData = D1;
				6'b101111 : segmentData = D2;
				6'b110111 : segmentData = D3;
				6'b111011 : segmentData = D4;
				default   : segmentData = 8'd0;
				endcase
			end
			else
			begin
				segmentCounter = segmentCounter + 25'd1;
			end
		end
	end
	always@(posedge clk)
	begin
		if(!rst)
		begin
			SDRAMCounter = 16'd0;
			SDRAMControl = 4'd0;
			SDRAMWDone = 1'd0;
			SDRAMRDone = 1'd0;
			SDRAMDout = 16'd0;
			A = 13'd0;
			BA = 2'd0;
			{DM,nCE,nRAS,nCAS,nWE,CKE} = 7'b00_1_0_0_0_1;
		end
		else
		begin
			case(SDRAMCounter)
			16'd10026 : SDRAMCounter = 
			           (SDRAMWCommand) ? 16'd20001 :
			           (SDRAMRCommand) ? 16'd30001 :
									           16'd10026;
			16'd20033 : SDRAMCounter = 
			           (SDRAMWCommand) ? 16'd20001 :
			           (SDRAMRCommand) ? 16'd30001 :
			                             16'd20033;
			16'd30032 : SDRAMCounter = 
			           (SDRAMWCommand) ? 16'd20001 :
			           (SDRAMRCommand) ? 16'd30001 :
			                             16'd30032;
			default   : SDRAMCounter = 
			            SDRAMCounter + 1'b1;
			endcase
			if(SDRAMCounter == 16'd30007) SDRAMDout = D;
			SDRAMControl = 
			(SDRAMCounter == 16'd00000) ? Disable : 
			(SDRAMCounter == 16'd10001) ? Precharge :
			(SDRAMCounter == 16'd10017) ? Refresh :
			(SDRAMCounter == 16'd10025) ? LodeModeReg :
			(SDRAMCounter == 16'd20001) ? Active :
			(SDRAMCounter == 16'd20002) ? NoOperation :
			(SDRAMCounter == 16'd20003) ? NoOperation :
			(SDRAMCounter == 16'd20004) ? Write       :
			(SDRAMCounter == 16'd30001) ? Active :
			(SDRAMCounter == 16'd30002) ? NoOperation :
			(SDRAMCounter == 16'd30003) ? NoOperation :
			(SDRAMCounter == 16'd30004) ? Read :
													NoOperation ;
			SDRAMWDone = (SDRAMCounter == 16'd20032) ? 1'b1 : 1'b0;
			SDRAMRDone = (SDRAMCounter == 16'd30031) ? 1'b1 : 1'b0;
			case(SDRAMControl)
			Disable:
			begin
				A = 13'd0;
				BA = 2'd0;
				{DM,nCE,nRAS,nCAS,nWE,CKE} = 7'b00_1_0_0_0_1;
			end
			NoOperation:
			begin
				A = 13'd0;
				BA = 2'd0;
				{DM,nCE,nRAS,nCAS,nWE,CKE} = 7'b00_0_1_1_1_1;
			end
			Precharge:
			begin
				A = 13'b0010000000000;
				BA = 2'd0;
				{DM,nCE,nRAS,nCAS,nWE,CKE} = 7'b00_0_0_1_0_1;
			end
			Refresh:
			begin
				A = 13'd0;
				BA = 2'd0;
				{DM,nCE,nRAS,nCAS,nWE,CKE} = 7'b00_0_0_0_1_1;
			end
			LodeModeReg:
			begin
				A = Mode;
				BA = 2'd0;
				{DM,nCE,nRAS,nCAS,nWE,CKE} = 7'b00_0_0_0_0_1;
			end
			Active:
			begin
				A = SDRAMAddr[21:9];
				BA = SDRAMBank;
				{DM,nCE,nRAS,nCAS,nWE,CKE} = 7'b00_0_0_1_1_1;
			end
			Write:
			begin
				A = {4'b0010, SDRAMAddr[8:0]};
				BA = SDRAMBank;
				{DM,nCE,nRAS,nCAS,nWE,CKE} = 7'b00_0_1_0_0_1;
			end
			Read:
			begin
				A = {4'b0010, SDRAMAddr[8:0]};
				BA = SDRAMBank;
				{DM,nCE,nRAS,nCAS,nWE,CKE} = 7'b00_0_1_0_1_1;
			end
			default:
			begin
				A = 13'd0;
				BA = 2'd0;
				{DM,nCE,nRAS,nCAS,nWE,CKE} = 7'b00_1_1_1_1_1;
			end
			endcase
		end
	end
	assign CLK = clk;
	assign D = (SDRAMCounter == 16'd20004) ? SDRAMDin : 16'dz;
endmodule 
File: /design/flow/run.sh
#!/bin/bash
# OpenROAD 26Q1-2900-gdf79404cd8, Yosys 0.63+post, stock flow scripts
make -C /OpenROAD-flow-scripts/flow DESIGN_CONFIG=/design/flow/config.mk WORK_HOME=/design/flow/orfs finish
File: /design/flow/config.mk
export PLATFORM = sky130hd
export DESIGN_NAME = sdram
export DESIGN_NICKNAME = sdram
export VERILOG_FILES = /design/flow/design.v
export SDC_FILE = /design/flow/constraint.sdc
export NUM_CORES = 4
export LEC_CHECK = 1
export CORE_UTILIZATION = 50
File: /design/flow/constraint.sdc
current_design sdram

set clk_period 4.6
set clk_io_pct 0.2

create_clock -name clk0 -period $clk_period [get_ports {clk}]

set non_clock_inputs [all_inputs -no_clocks]
set_input_delay [expr $clk_period * $clk_io_pct] -clock clk0 $non_clock_inputs
set_output_delay [expr $clk_period * $clk_io_pct] -clock clk0 [all_outputs]
==> flow_summary.json <==
{
  "ys.flop_type": "dfxtp_1",
  "synth-edff-count": 8,
  "io_buffers": 32,
  "initCoreUtil": 0.519,
  "yosysCellCount": 708,
  "syn_inst": 708,
  "synthDistinctLibCells": 66,
  "error_line": "[error] [KeplerFormal.cpp:679] Workflow failed: Iso has multiple drivers: .D7, D[7]$_SDFF_PN0_.Q0",
  "dp_hpwl_mm": 9.38,
  "ys_ff": 134,
  "yosys.area.top_type": "dfxtp_1",
  "place.gp.congestion": 1.02,
  "yosys_warnings": 2,
  "yosys_area_sq_um": 6320,
  "dpl_worst_slack_ns": 1.00,
  "stop_stage": "clock tree synthesis",
  "place_inst": 890,
  "synth.area.top_cells": "dfxtp_1 (40%), nor2_1 (7.1%), mux2i_1 (6.2%)",
  "placed_cell_area_sq_um": 6740,
  "row_count": 40,
  "post-cts-setup-buffer-count": 0,
  "dieHeight_um": 114,
  "async_reset_ff_frac": 0,
  "cts_resized": 0,
  "syn_area_sq_um": 6320,
  "die_x_um": 114,
  "status": "stopped before the end",
  "ys_seq_share": 0.437,
  "io_pins": 55,
  "cts_hold_buf": 0,
  "syn-mean-instance-area_sq_um": 8.92,
  "top_area_frac": 0.399
}
## Yosys cell counts, drive strengths merged (3+ instances only)
| cell | instances |
|---|---|
| or2 | 3 |
| clkbuf | 18 |
| o221ai | 5 |
| or4 | 5 |
| xnor2 | 19 |
| edfxtp | 8 |
| nand2b | 7 |
| nand4bb | 3 |
| dfxtp | 126 |
| nor4bb | 4 |
| nor4 | 22 |
| o22a | 5 |
| nand3b | 8 |
| nor3 | 22 |
| o21a | 5 |
| nand4 | 18 |
| o211ai | 3 |
| buf | 24 |
| and2 | 8 |
| nor3b | 4 |
| mux2i | 39 |
| nor2b | 4 |
| ha | 8 |
| a21oi | 15 |
| nor2 | 121 |
| o21ai | 20 |
| nand2 | 46 |
| or3 | 5 |
| xor2 | 27 |
| a211oi | 6 |
| inv | 22 |
| and3b | 3 |
| nor4b | 4 |
| and4 | 5 |
| nand3 | 27 |
| a21boi | 4 |
| and3 | 14 |
## cells by family after synthesis
family,count (synthesis),share of synthesized area
simple gates,338,0.286
flops,134,0.437
compound gates,77,0.0828
buf+inv,64,0.0511
xor+xnor,46,0.0638
mux,39,0.0618
fa+ha+maj,8,0.0158
other cells,2,0.00119
